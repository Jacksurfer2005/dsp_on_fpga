## /design/flow/design.v

```verilog
module audio_codec (
   input clk_i2c,
   input reset_n,
   input is_config,
   output sclk,
   output sdin,
   output reg done
);
wire busy;
wire ack_i2c;
wire wr_send;
wire [6:0] addr;
wire [7:0] data_st_send;
wire [7:0] data_nd_send;
config_codec configcodec (
   .clk(clk_i2c),
   .reset_n(reset_n),
   .is_config(is_config),
   .busy(busy),
   .done_config(done),
   .ack_i2c(ack_i2c),
   .addr(addr),
   .wr_rd(wr_send),
   .addr_reg(data_st_send),
   .data_config(data_nd_send)
);
i2c_protocol i2c (
   .clk(clk_i2c),
   .reset_n(reset_n),
   .start(ack_i2c),
   .addr(addr),
   .wr_rd(wr_send),
   .data_st(data_st_send),
   .data_nd(data_nd_send),
   .busy(busy),
   .done(),
   .sclk(sclk),
   .sdin(sdin)
);
endmodule
module config_codec (
   input clk,
   input reset_n,
   input busy,
   input is_config,
   output done_config,
   output ack_i2c,
   output wr_rd,
   output [6:0] addr,
   output [7:0] addr_reg,
   output [7:0] data_config
);
reg [15:0] data_array [0:9];
initial begin
   data_array[0] = 16'h1e00;
   data_array[1] = 16'h0c00;
   data_array[2] = 16'h0579;
   data_array[3] = 16'h0779;
   data_array[4] = 16'h0e09;
   data_array[5] = 16'h1001;
   data_array[6] = 16'h13ff;
   data_array[7] = 16'h0812;
   data_array[8] = 16'h0a00;
   data_array[9] = 16'h0a00;
end
reg [3:0] state_q, state_d;
reg [3:0] count_q, count_d;
reg temp_ack_i2c;
reg done;
wire [15:0] data_temp;
assign data_temp   = data_array[count_q];
assign addr_reg    = data_temp[15:8];
assign data_config = data_temp[7:0];
localparam IDLE      = 4'd0;
localparam IS_CONFIG = 4'd1;
localparam SEND_1    = 4'd2;
localparam SEND_2    = 4'd3;
localparam IS_READY  = 4'd4;
localparam SEND_LAST = 4'd5;
localparam DONE      = 4'd6;
always @(posedge clk or negedge reset_n) begin
   if (!reset_n) begin
      state_q <= IDLE;
      count_q <= 0;
   end
   else begin
      state_q <= state_d;
      count_q <= count_d;
   end
end
always @(*) begin
   case(state_q)
   IDLE:
   begin
      if (~busy) state_d = IS_CONFIG;
      else state_d = state_q;
      count_d = 0;
      temp_ack_i2c = 0;
      done = 0;
   end
   IS_CONFIG:
   begin
      if ((~is_config) && (~busy))
         state_d = SEND_1;
      else
         state_d = state_q;
      count_d = count_q;
      temp_ack_i2c = 0;
      done = 0;
   end
   SEND_1:
   begin
      state_d = SEND_2;
      count_d = count_q;
      temp_ack_i2c = 1;
      done = 0;
   end
   SEND_2:
   begin
      state_d = IS_READY;
      count_d = count_q;
      temp_ack_i2c = 1;
      done = 0;
   end
   IS_READY:
   begin
      if (~busy)
         state_d = SEND_LAST;
      else
         state_d = state_q;
      count_d = count_q;
      temp_ack_i2c = 0;
      done = 0;
   end
   SEND_LAST:
   begin
      if (count_q == 9)
         state_d = DONE;
      else
         state_d = IS_CONFIG;
      count_d = count_q + 1;
      temp_ack_i2c = 0;
      done = 0;
   end
   DONE:
   begin
      state_d = state_q;
      count_d = 0;
      temp_ack_i2c = 0;
      done = 1;
   end
   default:
   begin
      state_d = IDLE;
      count_d = 0;
      temp_ack_i2c = 0;
      done = 0;
   end
   endcase
end
assign addr        = 7'b0011010;
assign wr_rd       = 1'b0;
assign done_config = done;
assign ack_i2c     = temp_ack_i2c;
endmodule
module i2c_protocol (
   input  wire         clk      ,
   input  wire         reset_n  ,
   input  wire         start    , 
   input  wire [6:0]   addr     ,
   input  wire         wr_rd    ,
   input  wire [7:0]   data_st  ,
   input  wire [7:0]   data_nd  ,
   output reg          busy     ,
   output reg          done     ,
   inout  wire        sclk     ,
   inout  wire        sdin 
);
   reg  [ 6:0]   addr_send;
   reg  [ 7:0]   data_st_send, data_nd_send;
   reg           wr_rd_send;
   reg           sclk_tmp, sdin_tmp;
   reg  [ 4:0]   count_q, count_d;
   wire [26:0]   data;
   assign data = {addr_send, wr_rd_send, 1'b1, data_st_send, 1'b1, data_nd_send, 1'b1};
   localparam IDLE        = 5'd0, 
              START       = 5'd1,
              START_CONT  = 5'd2,
              BUF_1       = 5'd3,
              DATA_SEND_1 = 5'd4,
              DATA_SEND_2 = 5'd5,
              DATA_SEND_3 = 5'd6,
              DATA_SEND_4 = 5'd7,
              BUF_2       = 5'd8,
              STOP        = 5'd9,
              DONE        = 5'd10;
   reg [4:0] state_d, state_q; 
   always @(posedge start) begin 
      addr_send      <= addr;
      data_st_send   <= data_st;
      data_nd_send   <= data_nd;
      wr_rd_send     <= wr_rd;
   end
   always @(posedge clk or negedge reset_n) begin 
      if (!reset_n) begin 
         state_q <= IDLE;
         count_q <= 5'd27;
      end else begin 
         state_q <= state_d;
         count_q <= count_d;
      end
   end
   always @(*) begin 
      case (state_q) 
         IDLE: begin 
            if (start) state_d = START;
            else       state_d = IDLE;
            sclk_tmp = 1; 
            sdin_tmp = 1;
            count_d  = 5'd26;
            done     = 0;
            busy     = 0;
         end
         START: begin 
            state_d  = START_CONT;
            count_d  = count_q;
            sclk_tmp = 1;
            sdin_tmp = 0;
            done     = 0;
            busy     = 1;
         end
         START_CONT: begin 
            state_d  = BUF_1;
            count_d  = count_q;
            sclk_tmp = 0;
            sdin_tmp = 0;
            busy     = 1;
            done     = 0;
         end
         BUF_1: begin 
            state_d  = DATA_SEND_1;
            count_d  = count_q;
            sclk_tmp = 0;
            sdin_tmp = 0;
            busy     = 1;
            done     = 0;
         end
         DATA_SEND_1: begin 
            state_d  = DATA_SEND_2;
            count_d  = count_q;
            sclk_tmp = 0;
            sdin_tmp = data[count_q];
            busy     = 1;
            done     = 0;
         end
         DATA_SEND_2: begin 
            state_d  = DATA_SEND_3;
            count_d  = count_q;
            sclk_tmp = 1;
            sdin_tmp = data[count_q];
            busy     = 1;
            done     = 0;
         end
         DATA_SEND_3: begin 
            state_d  = DATA_SEND_4;
            count_d  = count_q;
            sclk_tmp = 1;
            sdin_tmp = data[count_q];
            busy     = 1;
            done     = 0;
         end
         DATA_SEND_4: begin 
            count_d = count_q - 5'd1;
            if (count_q == 0) state_d = BUF_2;
            else              state_d = DATA_SEND_1;
            sclk_tmp = 0;
            sdin_tmp = data[count_q];
            busy     = 1;
            done     = 0;
         end
         BUF_2: begin 
            state_d  = STOP;
            count_d  = 5'd26;
            sclk_tmp = 0;
            sdin_tmp = 0;
            busy     = 1;
            done     = 0;
         end
         STOP: begin 
            state_d  = DONE;
            count_d  = 5'd26;
            sclk_tmp = 1;
            sdin_tmp = 0;
            busy     = 1;
            done     = 0;
         end
         DONE: begin 
            state_d  = IDLE;
            count_d  = 5'd26;
            sclk_tmp = 1;
            sdin_tmp = 1;
            busy     = 1;
            done     = 1;
         end
         default: begin
            state_d  = IDLE;
            count_d  = 5'd26;
            sclk_tmp = 0;
            sdin_tmp = 0;
            busy     = 0;
            done     = 0;
         end
      endcase
   end
   assign sclk = (sclk_tmp) ? 1'b1 : 1'b0;
   assign sdin = (sdin_tmp) ? 1'bz : 1'b0;
endmodule
```

## /design/flow/run.sh

```bash
#!/bin/bash
# OpenROAD 26Q1-2900-gdf79404cd8, Yosys 0.63+post, stock flow scripts
make -C /OpenROAD-flow-scripts/flow DESIGN_CONFIG=/design/flow/config.mk WORK_HOME=/design/flow/orfs finish
```

## /design/flow/config.mk

```make
export PLATFORM = sky130hd
export DESIGN_NAME = audio_codec
export DESIGN_NICKNAME = audio_codec
export VERILOG_FILES = /design/flow/design.v
export SDC_FILE = /design/flow/constraint.sdc
export NUM_CORES = 4
export LEC_CHECK = 1
export CORE_AREA = 10 10 88 88
export DIE_AREA = 0 0 98 98
```

## /design/flow/constraint.sdc

```tcl
current_design audio_codec

set clk_period 2.3
set clk_io_pct 0.2

create_clock -name clk0 -period $clk_period [get_ports {clk_i2c}]

set non_clock_inputs [all_inputs -no_clocks]
set_input_delay [expr $clk_period * $clk_io_pct] -clock clk0 $non_clock_inputs
set_output_delay [expr $clk_period * $clk_io_pct] -clock clk0 [all_outputs]
```

==> changes_impl.md <==
### Metrics

- Status: complete, no violations
- Ports: 6
- Synthesized registers: 27
- Maximum VDD drop: 0.0003289 V
- Fmax: between 0.5 and 0.6 GHz
- Avg Cell Area, Syn: approximately 12 um2
- CTS tree: built
- Fin. Hold Viols: 0
- Clk pwr share: between 30% and 40%
- Synth unique cells: 36
- Chip Area, Yosys: 1126 um2
- Die y size: ~98 um
- Hold Crit Class: reg2reg
- Register share of total power: between 60 and 70%
- PortBufs: 4
- Total power draw: between 700 and 800 uW
- Clk pin slew, worst setup/hold paths: approximately 0.090 ns
- Seq/Total Area, Yosys: ~61%
- Syn Inst Count: 95
- Ys cells: around 95
- Worst R2R Setup Slack: roughly 0.79 ns
- Via density per instance: between 4 and 5
- Worst setup path start: i2c.state_q[8]
- Area grow syn2layout: 16.22%
- Arrival time of the worst setup path: between 1 and 1.5 ns
- Syn Std Cell Area: ~1100 um2
- Yosys Warn Count: 3
- RSZ-0062 raised after global routing: false
- Pwr/cell area: ~570 nW/um2
- Met2 wire len: roughly 780 um
- Post-CTS sizing: 0
- Top layer in use: met4
- Grt ovf: 0
- Number of setup violations in the final report: 0
- Vias: around 740
- Setup crit end kind: primary output
- Hold Path Stages: 0
- First-pass GRT wire length: roughly 3.3 mm
- Comb power frac: 1.9%
- Total clock sinks: 27
- Clock Tree Root: clkbuf_8
- Worst Reg-to-Reg Cells: 5
- WL/cell: between 10 and 15 um
- Pint: approximately 600 uW
- Share of layout cells above drive strength 1: between 10% and 20%
- Worst slew pin tran: slightly above 0.5 ns
- Sw frac: about a fifth
- Worst reg2reg startpoint: i2c.count_q[0]
- Max_slew headroom: between 60% and 70%
- Initial Util: a little under a fifth
- Net Sw Power: approximately 150 uW
- WP data required: roughly 1.8 ns
- R2r endpoint: i2c.count_q[4]
- Max-Cap Viols: 0
- WHS Endpoint: i2c.state_q[3]
- Drt pass-1 iters: 4
- H-tree depth: 1
- Pleak: just under 0.0006 uW
- Final GP Congestion: roughly 0.80
- Chip area: roughly 9600 um2
- Row cnt: 28
- # hold bufs at CTS: 0
- Ant diodes: 0
- Late-Pin Clk Latency: 0.27 ns
- Skew final: ~0.0035 ns
- Clk buf depth: 2
- Routed WL: 1.799 mm
- Period minus WS final: between 1.5 and 2 ns
- Die Wd: about 100 um
- Total Routing Usage GR: 3.886%
- Vias in the first global route: a little over 700
- WL met1: 890 um
- Core area: between 5000 and 6000 um2
- Initial antenna violation count: 0
- Crit Path Class: reg2out
- DR WL met3: slightly above 100 um
- Setup tns final: 0 ns
- Post-layout period usage: 83.23%
- Maximum fanout along the worst path: 6
- Worst hold start: i2c.state_q[6]
- Final Max Slew Viols: 0
- Total CTS buffers: 3
- Critical path startpoint category: flip-flop
- Largest net degree at the start of global routing: 28
- Routed Antenna Nets: 0
- HPWL after DPL: 1.305 mm
- Post-CTS setup buffers: 0
- DRC viols: 0
- Drt initial violations: 14
- Tool warnings: 26
-- per-stage QoR --
step                hold slack (ns)  setup WS [ns]  std cells  cell area (um2)  util [%]
floorplan                    0.1644         0.9204         95             1126         -
global placement             0.3589         0.6853        174             1264     21.34
detailed placement           0.3652         0.6979        174             1264     21.34
CTS                          0.3846         0.3777        178             1309     22.10
global route                 0.4026         0.1896        178             1309     22.10
finish                       0.3832         0.3856        178             1309     22.10
-- synthesized netlist by cell type --
| cell | number | share of area [%] |
|---|---|---|
| a211oi_1 | 1 | 0.67 |
| a21o_1 | 3 | 2.0 |
| a21oi_1 | 3 | 1.3 |
| a221o_1 | 1 | 0.89 |
| a2bb2oi_1 | 1 | 0.78 |
| a31o_2 | 1 | 0.78 |
| a31oi_1 | 3 | 1.7 |
| a41o_1 | 1 | 0.89 |
| and2_1 | 3 | 1.7 |
| and3_1 | 2 | 1.1 |
| and4_1 | 1 | 0.78 |
| buf_4 | 1 | 0.67 |
| clkbuf_1 | 1 | 0.33 |
| conb_1 | 1 | 0.33 |
| dfrtp_1 | 21 | 47 |
| dfstp_2 | 6 | 14 |
| ha_1 | 3 | 3.3 |
| inv_1 | 8 | 2.7 |
| nand2_1 | 4 | 1.3 |
| nand2b_1 | 2 | 1.1 |
| nand3_1 | 2 | 0.89 |
| nand3b_1 | 1 | 0.67 |
| nand4_1 | 2 | 1.1 |
| nand4b_1 | 1 | 0.78 |
| nor2_1 | 3 | 1.0 |
| nor2b_1 | 1 | 0.56 |
| nor3_1 | 3 | 1.3 |
| nor3b_1 | 2 | 1.3 |
| nor4_1 | 2 | 1.1 |
| nor4_2 | 1 | 1.1 |
| nor4_4 | 1 | 1.9 |
| o21ai_0 | 4 | 1.8 |
| o22ai_1 | 2 | 1.1 |
| o2bb2ai_1 | 1 | 0.78 |
| or3_1 | 1 | 0.56 |
| or4_4 | 1 | 1.0 |
-- how the worst max path moves through the flow --
stage | end | slack (ns)
6_report | sclk | 0.39
5_1_grt | sclk | 0.19
4_1_cts | sclk | 0.38
-- cells by family (layout without fill, tap and decap cells) --
group                    count (synthesis)  count (layout)  share of synthesized area [%]
flip-flops                              27              27                          60.67
buffers and inverters                   10              18                          3.667
AND/OR/NAND/NOR                         33              33                          19.33
other                                    1               1                         0.3330
adder cells (fa/ha/maj)                  3               3                          3.334
AND-OR/OR-AND                           21              21                          12.67
-- power groups by stage --
stage / sequential [uW] / clock, uW / combinational, uW
5_1_grt: 475 / 293 / 16.6
4_1_cts: 475 / 274 / 15.2
6_report: 475 / 262 / 14.0
-- registers in the layout, indices dropped and copies added, names as in the netlist --
register	count
configcodec.count_q	4
i2c.count_q	5
i2c.state_q	11
configcodec.state_q	7
-- layer usage --
metal | up-vias | GRT usage, %
met5 | - | 0
met1 | 357 | 5.621
li1 | 360 | -
met3 | 4 | 0.9246
met2 | 16 | 5.838
met4 | 0 | 0.6711
-- layout by cell type (no fill, tap or decap), types with 2 or more instances in the layout --
cell type / instances
a21o_1: 3
a21oi_1: 3
a31oi_1: 3
and2_1: 3
and3_1: 2
buf_4: 2
clkbuf_8: 3
clkdlybuf4s50_1: 4
dfrtp_1: 21
dfstp_2: 6
ha_1: 3
inv_1: 8
nand2_1: 4
nand2b_1: 2
nand3_1: 2
nand4_1: 2
nor2_1: 3
nor3_1: 3
nor3b_1: 2
nor4_1: 2
o21ai_0: 4
o22ai_1: 2
-- worst max-delay path, cell delays in order (launching register included) --
cell and delay [ns]:
dfrtp_1 0.47, nor3_1 0.20, nand3b_1 0.10, clkdlybuf4s50_1 0.42
-- layout make-up --
cell class / instances / area [um2]
Clock buffer: 4 / 45.04
Fill cell: 607 / 4612
Inverter: 8 / 30.03
Multi-Input combinational cell: 58 / 401.6
Sequential cell: 27 / 683.2
Tap cell: 75 / 93.84
Timing Repair Buffer: 6 / 55.05
Power figures rest on the tool's default switching activity, not on a simulated workload.
