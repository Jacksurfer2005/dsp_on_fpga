### flow/config.mk
export PLATFORM = sky130hd
export DESIGN_NAME = FIR_pipeline2
export DESIGN_NICKNAME = FIR_pipeline2
export VERILOG_FILES = /design/flow/design.v
export SDC_FILE = /design/flow/constraint.sdc
export NUM_CORES = 4
export LEC_CHECK = 1
export CORE_UTILIZATION = 50
### flow/constraint.sdc
current_design FIR_pipeline2

set clk_period 32.4
set clk_io_pct 0.2

create_clock -name clk0 -period $clk_period [get_ports {clk}]

set non_clock_inputs [all_inputs -no_clocks]
set_input_delay [expr $clk_period * $clk_io_pct] -clock clk0 $non_clock_inputs
set_output_delay [expr $clk_period * $clk_io_pct] -clock clk0 [all_outputs]
### flow/design.v
`timescale 1ps/1ps
module FIR_pipeline2 #(
    parameter   WIDTH_data = 24,
    parameter   WIDTH_data_out = 48,
    parameter   WIDTH_coeff = 16,
    parameter   WIDTH_reg = 40,  
    parameter   TAP = 52
) 
(
    input  wire                          clk,
    input  wire                          reset_n,
    input  wire signed [WIDTH_data-1:0]  data_in,
    output wire signed [WIDTH_data-1:0]  data_out
);
    wire signed [WIDTH_reg-1:0] delay    [0:TAP-1];  
    wire signed [WIDTH_reg-1:0] pipeline [0:TAP-1];  
    wire signed [WIDTH_reg-1:0] mul      [0:TAP-1];  
    wire signed [WIDTH_reg-1:0] add_out  [0:TAP-1];  
    reg  signed [WIDTH_coeff-1:0] h      [0:TAP-1];  
    initial begin
        h[0]  = 16'hFFEC; h[1]  = 16'hFFDD; h[2]  = 16'hFFDD; h[3]  = 16'hFFF0;
        h[4]  = 16'h0019; h[5]  = 16'h004A; h[6]  = 16'h0068; h[7]  = 16'h004E;
        h[8]  = 16'hFFEF; h[9]  = 16'hFF66; h[10] = 16'hFEFC; h[11] = 16'hFF06;
        h[12] = 16'hFFB7; h[13] = 16'h00E6; h[14] = 16'h020B; h[15] = 16'h0269;
        h[16] = 16'h0170; h[17] = 16'hFF2A; h[18] = 16'hFC68; h[19] = 16'hFA9E;
        h[20] = 16'hFB54; h[21] = 16'hFF76; h[22] = 16'h06BF; h[23] = 16'h0FA1;
        h[24] = 16'h17AC; h[25] = 16'h1C74; h[26] = 16'h1C74; h[27] = 16'h17AC;
        h[28] = 16'h0FA1; h[29] = 16'h06BF; h[30] = 16'hFF76; h[31] = 16'hFB54;
        h[32] = 16'hFA9E; h[33] = 16'hFC68; h[34] = 16'hFF2A; h[35] = 16'h0170;
        h[36] = 16'h0269; h[37] = 16'h020B; h[38] = 16'h00E6; h[39] = 16'hFFB7;
        h[40] = 16'hFF06; h[41] = 16'hFEFC; h[42] = 16'hFF66; h[43] = 16'hFFEF;
        h[44] = 16'h004E; h[45] = 16'h0068; h[46] = 16'h004A; h[47] = 16'h0019;
        h[48] = 16'hFFF0; h[49] = 16'hFFDD; h[50] = 16'hFFDD; h[51] = 16'hFFEC;
    end
    assign delay[0] = 40'd0; 
    genvar i;
    generate 
        for (i = 0; i < TAP; i = i + 1) begin: multi_datain_coeff 
            multi mult (
                .a(data_in),
                .b(h[i]),
                .out(mul[i])
            );
        end
    endgenerate 
    genvar p;
    generate 
        for (p = 0; p < TAP; p = p + 1) begin: pipeline_stage
            my_DFF_40 delay_e (
                .clk(clk),
                .rst_n(reset_n),
                .d_in(mul[p]),
                .q_out(pipeline[p])
            );
        end
    endgenerate 
    genvar k;
    generate 
        for (k=0; k < TAP; k = k + 1) begin: adder
            assign add_out[k] = pipeline[k] + delay[k];
        end
    endgenerate 
    genvar j;
    generate 
        for (j=0; j < TAP - 1; j = j + 1) begin: delay_ztr1
            my_DFF_40 element (
                .rst_n(reset_n),
                .clk(clk),
                .d_in(add_out[j]),
                .q_out(delay[j+1])
            );
        end
    endgenerate
    assign data_out = add_out[TAP-1][39:16];
endmodule
module multi #(
    parameter    a_width = 24 ,
                 b_width = 16 ,
                 out_width = 40  
) 
(
    input  wire signed [a_width-1:0] a,
    input  wire signed [b_width-1:0] b,
    output wire signed [out_width-1:0] out
);
    assign out = a * b; 
endmodule
module my_DFF_40 #(
    parameter WIDTH_reg = 40
)
(
    input  wire                        clk, 
    input  wire                        rst_n,
    input  wire signed [WIDTH_reg-1:0]  d_in,
    output reg  signed [WIDTH_reg-1:0] q_out
);
    always @(posedge clk) begin 
        if (!rst_n) begin 
            q_out <= 0;
        end
        else begin 
            q_out <= d_in; 
        end
    end
endmodule
### flow/run.sh
#!/bin/bash
# OpenROAD 26Q1-2900-gdf79404cd8, Yosys 0.63+post, stock flow scripts
make -C /OpenROAD-flow-scripts/flow DESIGN_CONFIG=/design/flow/config.mk WORK_HOME=/design/flow/orfs finish
==> flow_summary.yaml <==
# generated from flow reports
run_status:
  run_status: "finished, final reports clean"
grt:
  track_usage_pct: 48.5
  first_global_vias: 227000
  grt_remaining_overflow: 0
  grt_max_degree: 108
  initial_antenna_violation_count: 156
  grt_first_pass_wirelength_um: 1790000
placement:
  weighted_congestion_reported_at_the_end_of_routability_driven_placement: 1.17
  place.port_buffers: 49
  detailed_place_hpwl_um: 1100000
  post_dp_cell_area_um2: 293000
  post-place-ws_ps: 16450
floorplanning:
  design.die.area_um2: 564000
  std_cell_rows: 274
  core_area_um2: 558000
  core_util_floorplan_pct: 50.3
  die.size.y_um: 751
  ioPinCount: 50
  die_span_x_um: 751
setup_path:
  cp-endpoint: "pipeline_stage[17].delay_e.q_out[36]"
  rrSetupSlack_ps: 26120
  crit_startpoint: "data_in[4]"
  worstPathArrival_ps: 16210
  rr_endpoint: "delay_ztr1[19].element.q_out[39]"
  regToRegStartpoint: "pipeline_stage[0].delay_e.q_out[3]"
  worstSetupPathType: "in2reg"
  setup.worst_path.start_class: "input pin"
  worst_setup_path_end_kind: "register"
  timing.reg2reg.worst_path_depth: 16
  worst_ep_required_time_ps: 33280
  cp_max_fo: 16
final_timing:
  tightest_slew_ps: 1370
  slew_headroom_pct: 7.71
  layout_min_cycle_time_ps: 15330
  fin_worst_hold_slack_ps: 429
  grt_setup_unrepaired: "no"
  fin_ws_ps: 17070
  achievable-frequency_mhz: 65.2
  timing.clock.skew_ps: 79.6
  min_period_over_period_pct: 47.3
  setup_total_negative_slack_ps: 0
  setup_viol: 0
  hold_violations: 0
  final-max-slew-violation-count: 0
clock_network:
  cts_max_path_buffers: 4
  tritoncts: "yes"
  post-cts-setup-buffer-count: 0
  cts_hold_repair.buffers: 0
  cts-resized-gates: 0
  maximum_level_of_the_cts_h_tree: 5
  clock.latency.late_pin_ps: 1070
  clock_tree.root_cell: "sky130_fd_sc_hd__clkbuf_16"
  number_of_clock_buffers_inserted_by_tritoncts: 344
  clkTransAtPathRegs_ps: 60
  cts.sinks: 2918
synthesis:
  synthDistinctLibCells: 89
  yosys-top-cells-area: "sky130_fd_sc_hd__dfxtp_1, sky130_fd_sc_hd__ha_1, sky130_fd_sc_hd__fa_1"
  synthCells: 31600
  post-synth-top-area-cell: "sky130_fd_sc_hd__dfxtp_1"
  synth_warnings: 2
  enable_flop_cells: 0
  yosysCellCount: 31600
  synth-async-reset-ratio_pct: 0
  yosys.area.top_type_share_pct: 20.8
  synth_top_flop_cell: "sky130_fd_sc_hd__dfxtp_1"
  syn_area_per_cell_um2: 8.88
  ys_chip_area_um2: 281000
  synth.cell_area_um2: 281000
  ys_seq_share_pct: 20.8
  ys_seq_elements: 2918
min_path:
  type_of_the_most_critical_hold_path: "reg2reg"
  min-delay-start: "delay_ztr1[26].element.q_out[1]"
flow_run:
  log.warning_count: 201
  timing.max_cap.violations: 0
cells_and_area:
  final_core_utilization_pct: 54.8
  most_common_cell_after_layout_fill_and_taps_aside: "sky130_fd_sc_hd__ha_1"
  final_layout_size_suffix_gt1_share_pct: 4.66
  layout_top_cells: "sky130_fd_sc_hd__ha_1, sky130_fd_sc_hd__inv_1, sky130_fd_sc_hd__nor2_1, sky130_fd_sc_hd__dfxtp_1, sky130_fd_sc_hd__fa_1"
  finalInstanceArea_um2: 306000
  areaGrowthSynthToFinish_pct: 9.00
routing:
  postRouteAntennaNets: 0
  via_per_inst: 5.91
  postRouteWirelength_um: 1320000
  drtPass1Iterations: 8
  detail_route.drc_violations: 0
  detailedRoute.firstIterationViolations: 21600
  routed_length_per_placed_instance_um: 33.0
  route.vias.total: 236000
## per-stage QoR
step	instances
floorplan	31600
global placement	39100
detailed placement	39100
CTS	39700
global route	39800
finish	39900
## how the worst min path moves through the flow
| stage | to | slack (ps) | depth (start not counted) |
|---|---|---|---|
| after global routing | delay_ztr1[48].element.q_out[3] | 440 | 1 |
| after CTS | delay_ztr1[30].element.q_out[0] | 430 | 1 |
| final | delay_ztr1[27].element.q_out[1] | 430 | 1 |
## sequential cells by signal, summed over array words and instances, names as in the netlist
signal / count
pipeline_stage.delay_e.q_out: 883
delay_ztr1.element.q_out: 2035
## worst max-delay path: stages
cell and delay [ps]:
sky130_fd_sc_hd__buf_2 350, sky130_fd_sc_hd__buf_4 480, sky130_fd_sc_hd__buf_4 480, sky130_fd_sc_hd__inv_1 330, sky130_fd_sc_hd__ha_1 900, sky130_fd_sc_hd__inv_1 540, sky130_fd_sc_hd__fa_1 590, sky130_fd_sc_hd__inv_1 140
sky130_fd_sc_hd__fa_1 410, sky130_fd_sc_hd__inv_1 90, sky130_fd_sc_hd__fa_1 430, sky130_fd_sc_hd__inv_1 100, sky130_fd_sc_hd__fa_1 430, sky130_fd_sc_hd__fa_1 490, sky130_fd_sc_hd__inv_1 40, sky130_fd_sc_hd__ha_1 220
sky130_fd_sc_hd__a2111oi_0 820, sky130_fd_sc_hd__nand2_1 100, sky130_fd_sc_hd__o21ai_0 150, sky130_fd_sc_hd__a2111oi_0 140, sky130_fd_sc_hd__buf_4 250, sky130_fd_sc_hd__o221ai_1 730, sky130_fd_sc_hd__a21oi_1 230, sky130_fd_sc_hd__a221o_1 380
sky130_fd_sc_hd__o41a_1 380, sky130_fd_sc_hd__a31oi_1 210, sky130_fd_sc_hd__xnor2_1 150, sky130_fd_sc_hd__nor2_1 60
## cell families (layout without fill, tap and decap cells)
logic type | Yosys count | after routing | synth area share [%]
AND-OR/OR-AND | 7435 | 7435 | 17.1
other | 0 | 224 | 0
flip-flops | 2918 | 2918 | 20.8
AND/OR/NAND/NOR | 7444 | 7444 | 12.5
XOR/XNOR | 2237 | 2237 | 6.98
multiplexers | 74 | 74 | 0.266
buffers and inverters | 4813 | 5483 | 6.45
adder cells (fa/ha/maj) | 6655 | 6655 | 36.0
## routing by layer
| metal | up-vias | part of all wire, % | GRT usage, % |
|---|---|---|---|
| met4 | 196 | 8.3 | 30.4 |
| met1 | 113000 | 37 | 61.3 |
| met2 | 12100 | 37 | 60.1 |
| met5 | - | 0.77 | 13.0 |
| li1 | 108000 | - | - |
| met3 | 2829 | 17 | 31.9 |
## layout make-up
| cell class | instances | area (µm²) |
|---|---|---|
| Fill cell | 50000 | 252000 |
| Multi-Input combinational cell | 23800 | 204000 |
| Sequential cell | 2918 | 58400 |
| Inverter | 4181 | 15700 |
| Clock buffer | 450 | 9640 |
| Tap cell | 7452 | 9320 |
| Timing Repair Buffer | 670 | 5110 |
| Clock inverter | 182 | 2630 |
| Antenna cell | 224 | 561 |
## synthesized netlist by cell type (463+ instances only)
cell type,n
sky130_fd_sc_hd__a21o_1,1574
sky130_fd_sc_hd__a21oi_1,2254
sky130_fd_sc_hd__and2_1,463
sky130_fd_sc_hd__clkbuf_1,617
sky130_fd_sc_hd__dfxtp_1,2918
sky130_fd_sc_hd__fa_1,2348
sky130_fd_sc_hd__ha_1,4307
sky130_fd_sc_hd__inv_1,4179
sky130_fd_sc_hd__nand2_1,1215
sky130_fd_sc_hd__nand3_1,468
sky130_fd_sc_hd__nor2_1,3158
sky130_fd_sc_hd__o21ai_0,1277
sky130_fd_sc_hd__xnor2_1,1175
sky130_fd_sc_hd__xor2_1,1062
