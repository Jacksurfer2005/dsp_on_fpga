===== design/flow/config.mk =====
export PLATFORM = sky130hd
export DESIGN_NAME = paralell_serial
export DESIGN_NICKNAME = paralell_serial
export VERILOG_FILES = /design/flow/design.v
export SDC_FILE = /design/flow/constraint.sdc
export NUM_CORES = 4
export LEC_CHECK = 1
export CORE_AREA = 10 10 107 107
export DIE_AREA = 0 0 117 117

===== design/flow/constraint.sdc =====
current_design paralell_serial

set clk_period 3.4
set clk_io_pct 0.2

create_clock -name clk0 -period $clk_period [get_ports {clk_12M}]

set non_clock_inputs [all_inputs -no_clocks]
set_input_delay [expr $clk_period * $clk_io_pct] -clock clk0 $non_clock_inputs
set_output_delay [expr $clk_period * $clk_io_pct] -clock clk0 [all_outputs]

===== design/flow/design.v =====
module paralell_serial (
   input  wire         clk_12M,
   input  wire         start,
   input  wire [23:0]  data_paralell,
   output wire         data_serial,
   output wire         bclk_out,
   output wire         lrclk,
   output wire         clk_fsample
);
   localparam IDLE         = 4'd0,
              LEFT_READY   = 4'd1,
              LEFT_SEND_1  = 4'd2,
              LEFT_SEND_2  = 4'd3,
              STOP_LEFT    = 4'd4,
              RIGHT_READY  = 4'd5,
              RIGHT_SEND_3 = 4'd6,
              RIGHT_SEND_4 = 4'd7,
              STOP_RIGHT   = 4'd8;
   reg [3:0] state_q, state_d;
   reg [23:0] data_paralell_pre;
   reg [ 8:0] count_d, count_q;
   reg [ 4:0] count_bit_d, count_bit_q;
   reg        lrck_tmp;
   reg        bclk_reg;
   assign bclk_out = bclk_reg;
   always @(posedge clk_fsample) begin 
      data_paralell_pre <= data_paralell;
   end
   always @(posedge clk_12M) begin 
      state_q     <= state_d;
      count_q     <= count_d;
      count_bit_q <= count_bit_d;
   end
   always @(*) begin 
      case (state_q)
         IDLE: begin 
            if (start) state_d = LEFT_READY;
            else       state_d = IDLE;
            bclk_reg    = 1;
            count_bit_d = 5'd23;
            count_d     = 9'd0;
            lrck_tmp    = 0;
         end
         LEFT_READY: begin 
            state_d     = LEFT_SEND_1;
            bclk_reg    = 1;
            count_bit_d = 5'd23;
            count_d     = count_q + 9'd1;
            lrck_tmp    = 1;
         end
         LEFT_SEND_1: begin 
            state_d     = LEFT_SEND_2;
            bclk_reg    = 0;
            count_bit_d = count_bit_q;
            count_d     = count_q + 9'd1;
            lrck_tmp    = 1;
         end
         LEFT_SEND_2: begin 
            if (count_bit_q == 0) begin 
               state_d     = STOP_LEFT;
               count_bit_d = 5'd23;
            end else begin 
               state_d     = LEFT_SEND_1;
               count_bit_d = count_bit_q - 5'd1;
            end
            count_d  = count_q + 9'd1;
            bclk_reg = 1;
            lrck_tmp = 1;
         end
         STOP_LEFT: begin 
            if (count_q == 9'd130) begin
               state_d     = RIGHT_READY;
               count_bit_d = 5'd23;
            end else begin 
               state_d     = state_q;
               count_bit_d = 5'd23;
            end
            count_d  = count_q + 9'd1;
            bclk_reg = 0;
            lrck_tmp = 1;
         end
         RIGHT_READY: begin
            state_d     = RIGHT_SEND_3;
            count_bit_d = 5'd23;
            bclk_reg    = 1;
            count_d     = count_q + 9'd1;
            lrck_tmp    = 0;
         end
         RIGHT_SEND_3: begin 
            state_d     = RIGHT_SEND_4;
            bclk_reg    = 0;
            count_bit_d = count_bit_q;
            count_d     = count_q + 9'd1;
            lrck_tmp    = 0;
         end
         RIGHT_SEND_4: begin 
            if (count_bit_q == 0) begin 
               state_d     = STOP_RIGHT;
               count_bit_d = 5'd23;
            end else begin 
               state_d     = RIGHT_SEND_3;
               count_bit_d = count_bit_q - 5'd1;
            end
            count_d  = count_q + 9'd1;
            bclk_reg = 1;
            lrck_tmp = 0;
         end
         STOP_RIGHT: begin 
            if (count_q == 9'd260) begin 
               state_d = LEFT_READY;
               count_d = 9'd0;
            end else begin 
               state_d = state_q;
               count_d = count_q + 9'd1;
            end
            count_bit_d = 5'd23;
            bclk_reg    = 0;
            lrck_tmp    = 0;
         end
         default: begin 
            state_d     = IDLE;
            bclk_reg    = 0;
            count_bit_d = 0;
            count_d     = 0;
            lrck_tmp    = 0;
         end
      endcase 
   end
   assign data_serial = data_paralell_pre[count_bit_q];
   assign lrclk       = lrck_tmp;
   assign clk_fsample = lrck_tmp;
endmodule

===== design/flow/run.sh =====
#!/bin/bash
# OpenROAD 26Q1-2900-gdf79404cd8, Yosys 0.63+post, stock flow scripts
make -C /OpenROAD-flow-scripts/flow DESIGN_CONFIG=/design/flow/config.mk WORK_HOME=/design/flow/orfs finish

==> flow_summary.toml <==
# implementation run metrics
[status]
status = "complete, no violations"

[pwr]
switchingPower_mw = 0.594
p_int_mw = 1.11
cellLeakagePower_nw = 0.808
p_clk_frac = 0.103
vdd_drop_max_mv = 0.324
p_sw_frac = 0.350
p_seq_frac = 0.477
pwr-share-comb = 0.421
finalPower_mw = 1.70
p_per_area_nw_per_um2 = 779

[cts]
cts_resized = 0
h-tree-depth = 1
cts_tree = "built"
cts_setup_buffers = 0
path_clk_slew_ps = 70
cts_hold_buf = 0
clockBufferDepth = 2
cts_buffers = 3
clock.latency.late_pin_ps = 250
cts-root-buf = "clkbuf_8"

[critical_path]
rrSetupSlack_ps = 1280
rr_worst_depth = 6
reg2reg_from = "count_bit_q[0]"
startpoint_type = "flop"
crit_type = "flop to primary output"
endpoint_kind = "primary output"
required_ps = 2720
worstPathMaxFanout = 12
worstReg2RegEnd = "state_q[2]"
cp.arrival_ps = 2220

[min_path]
min_from = "count_q[0]"
min_path_type = "flop to flop"
whs_path_depth = 1
holdPathEnd = "count_q[0]"

[global_route]
grt_pass1_vias = 1077
grt_use_total = 0.0438
grt_pass1_wl_mm = 5.02
grt_remaining_overflow = 0
grt_max_degree = 17
antenna_found_initial = 0

[yosys]
ys_types = 42
flop_cell = "dfxtp_1"
yosysTopAreaCell = "dfxtp_1"
topCellsByArea = "dfxtp_1 (38%), edfxtp_1 (16%), mux4_2 (3.9%)"
syn_area_um2 = 1720
ys.flops = 42
yosys_area_um2 = 1720
yosysWarnings = 1
async_flop_share = 0
synth-edff-count = 9
avgSynthCellArea_um2 = 11.5
synth_seq_share = 0.540
synth_top_area_share = 0.383
yosys-stat-cells = 150
syn_inst = 150

[detailed_routing]
wl_mm = 3.06
drt-pass1-iter-count = 4
wl_per_cell_um = 10.6
drc = 0
postRouteAntennaNets = 0
num_vias = 1125
viasPerCell = 3.91
initialDrtViolationCount = 55
insertedDiodeCount = 0

[die]
io_pins = 30
die_area_um2 = 13700
die_y_um = 117
core_um2 = 9200
rows = 35
fp-utilization = 0.187
die_width_um = 117

[place]
dp_slack_ps = 707
io_buffers = 29
dp.cells = 284
placed_area_um2 = 2130
place_congestion = 0.811
dpl.hpwl_mm = 2.40

[layout]
fin_area_um2 = 2180
area_growth_pct = 26.7
stdcell_count = 288
drive_gt1_frac = 0.136

[run]
tool_warnings = 27
drv_cap = 0

[timing]
worst_slew_pin_slew_ps = 655
fin_setup_tns_ps = 0
fin_crit_sh = 0.852
maxSlewViolCount = 0
fmax_ghz = 0.345
fin_ws_ps = 504
finClkSkew_ps = 0.636
rsz0062_at_grt = "no"
untimed_endpoints = 24
hold_viol = 0
finalSetupViolCount = 0
finalCriticalPeriod_ps = 2900
slew_headroom = 0.561
unclocked_pins = 24
## routing by layer
metal  part of all wire  GRT usage  vias up
met2               0.44     0.0656       28
met3              0.057     0.0108        2
met4              0.016    0.00741        0
li1                   -          -      578
met5                  0          0        -
met1               0.48     0.0640      517
## state kept, by name, indices dropped and copies added, names as in the netlist
register           flops
count_q                9
data_paralell_pre     24
count_bit_q            5
state_q                4
## per-stage QoR
step	util	hold WS, ps
6_report	0.237	486
5_1_grt	0.237	520
2_1_floorplan	-	447
3_5_place_dp	0.231	470
3_3_place_gp	0.231	466
4_1_cts	0.237	490
## critical path, stage by stage (launching register included)
cell and delay (ps):
edfxtp_1 550, nor2_1 230, nor2b_1 80, nor3_2 500, clkdlybuf4s50_1 600
## synth_stat cells (2+ instances only)
cell type	instances
a21boi_0	3
buf_4	3
clkbuf_1	4
dfxtp_1	33
edfxtp_1	9
ha_1	4
inv_1	6
mux2i_1	6
mux4_2	3
nand2_1	5
nand3_1	6
nor2_1	9
nor2_2	7
nor2b_1	3
nor2b_2	2
nor3_1	6
nor3b_1	2
o211ai_1	2
o21ai_0	5
xnor2_1	6
xor2_1	5
## layout make-up
cell class / instances / area, um2
Fill cell: 979 / 7010
Sequential cell: 42 / 931
Multi-Input combinational cell: 95 / 737
Timing Repair Buffer: 30 / 298
Tap cell: 111 / 139
Clock buffer: 4 / 55.1
Inverter: 6 / 22.5
## layout by cell type (no fill, tap or decap), drive strengths merged, types with 2 or more instances in the layout
cell type / count
clkbuf: 4
mux2i: 6
inv: 6
o21ai: 6
nor3b: 2
nor2b: 5
nand3: 6
nor3: 7
nand2: 5
edfxtp: 9
xor2: 5
clkdlybuf4s50: 29
ha: 4
o211ai: 3
nor2: 16
xnor2: 6
mux4: 3
a21boi: 3
dfxtp: 33
## how the worst max path moves through the flow
stage	cells past startpoint	endpoint	startpoint	slack, ps
CTS	4	clk_fsample	state_q[1]	430
global route	4	clk_fsample	state_q[1]	280
finish	4	clk_fsample	state_q[1]	500
## power by group through the flow
stage / Combinational (mW) / Clock [mW] / Sequential (mW)
4_1_cts: 0.733 / 0.180 / 0.812
5_1_grt: 0.806 / 0.190 / 0.842
6_report: 0.715 / 0.174 / 0.811
## kinds of logic after synthesis
family                     count (synthesis)  share of synthesized area
adders and majority gates                  4                     0.0290
DFF                                       42                      0.540
muxes                                      9                     0.0741
buffers and inverters                     13                     0.0349
and+or+nand+nor                           54                      0.192
AOI/OAI and AO/OA                         17                     0.0741
xor gates and xnor gates                  11                     0.0559
No activity file was given, so power comes from the tool's default toggle rates.
